**config.mk**
```make
export PLATFORM = sky130hd
export DESIGN_NAME = mod_add
export DESIGN_NICKNAME = mod_add
export VERILOG_FILES = /design/flow/design.v
export SDC_FILE = /design/flow/constraint.sdc
export NUM_CORES = 4
export LEC_CHECK = 1
export CORE_AREA = 10 10 457 457
export DIE_AREA = 0 0 467 467
```
**constraint.sdc**
```tcl
current_design mod_add

set clk_period 163.0
set clk_io_pct 0.2

create_clock -name clk0 -period $clk_period

set non_clock_inputs [all_inputs -no_clocks]
set_input_delay [expr $clk_period * $clk_io_pct] -clock clk0 $non_clock_inputs
set_output_delay [expr $clk_period * $clk_io_pct] -clock clk0 [all_outputs]
```
**design.v**
```verilog
module mod_add(
       input [255:0] a,
       input [255:0] b,
       input [255:0] p,
       output[255:0] mod_add_res
);
wire[256:0]  c;  
wire[256:0]  c_sub_p;
assign c = a + b;
assign c_sub_p = c - p;
assign mod_add_res = ( (c_sub_p[256]==1'b0) ) ? c_sub_p[255:0] : c[255:0] ;  
endmodule
```
**run.sh**
```bash
#!/bin/bash
# OpenROAD 26Q1-2900-gdf79404cd8, Yosys 0.63+post, stock flow scripts
make -C /OpenROAD-flow-scripts/flow DESIGN_CONFIG=/design/flow/config.mk WORK_HOME=/design/flow/orfs finish
```
==> deck_impl_summary.md <==
Synthesis and Place & Route Summary

Run status
  • Status: finished, final reports clean

Global routing
  • GR Util All Layers: 30.6%
  • Largest net degree at the start of global routing: 124
  • Antenna violations before repair: 56
  • Total grt overflow: 0
  • First-pass GRT wire length: 467000 um
  • Vias in the first global route: 56.7k

Setup path
  • Most used cell, CP: a21oi_1
  • Worst Setup Start Kind: input pin
  • Slowest stage delay, CP: 0.71 ns
  • Crit-path max FO: 83
  • Setup crit end kind: primary output
  • WP data arrival: 44.91 ns
  • CP max-delay cell: buf_4
  • Worst endpoint required time: 130.40 ns
  • Critical path class: input pin to primary output

Synthesis
  • Post-synthesis mux area share: 1.43%
  • Top cell area share: 15.4%
  • Yosys top cell by area: ha_1
  • Synth unique cells: 100
  • Average size of a mapped cell: 6.00 um2
  • Synth warn: 0
  • Most instantiated library cell after synthesis: nand2_1
  • Top cells by area: ha_1 15%, a21oi_1 11%, nand2_1 8.9%, o21ai_0 8.5%, xnor2_1 5.8%
  • Xor+xnor area frac: 10.6%
  • Post-synthesis compound-gate area fraction: 39.4%
  • Post-synth top cells: 989 x nand2_1, 947 x a21oi_1, 709 x o21ai_0
  • Simple Share, Synth: 26.0%
  • Adder Area Share: 15.5%
  • Dominant comb cell: AND-OR/OR-AND gates
  • Post-synthesis cell area: 0.0416 mm2
  • Seq share, synth: 0%
  • Synth Instances: 6931
  • Area reported by Yosys stat: 0.0416 mm2
  • Ys cells: 6931

Final timing
  • Final Critical Period: 77.51 ns
  • Tcrit/Tclk final: 47.6%
  • Setup TNS: 0 ns
  • Worst-Margin Slew: 1.22 ns
  • Finish-stage setup viols: 0
  • FMAX: 0.0129 GHz
  • Max-slew violation count: 0
  • Worst slew margin: 18.5%
  • RSZ-0062 raised after global routing: false
  • Final Hold Violating Endpoints: 0

Final layout
  • Layout cells sized above 1: 2.87%
  • Flip-flops: 0
  • Area Overhead vs Synth: 31.0%
  • FF/Latch Area: 0 um2
  • Fin area: 0.0545 mm2
  • CLK BUF: 0

Min path
  • Min-delay worst type: input pin to primary output

Floorplan
  • I/O pin count: 1024
  • Placeable Area: 0.199 mm2
  • Horizontal die dimension: 467 um
  • Chip Area: 0.218 mm2
  • FP Rows: 164
  • DIE HEIGHT: 467 um
  • Fp util: 20.9%

Detailed routing
  • DRC Markers: 0
  • Via density per instance: 5.57
  • Drt pass-1 iters: 6
  • Avg WL per Cell: 33.4 um
  • Routed Antenna Nets: 0
  • Routed Wire Length: 348000 um
  • Via Count: 57.9k
  • Iteration-0 DRC Markers: 4955

Placed design
  • Buffers on Ports: 1024
  • GP Congestion: 1.09
  • Placed Area: 0.0545 mm2
  • Hpwl dp: 319000 um

Pwr
  • Switching share of power: 61.6%
  • Cell Pwr Density: 10.3 mW/mm2
  • Leakage power: 21.7 nW
  • Switch Pwr: 0.000346 W
  • Pint: 0.000215 W
  • Maximum VDD drop: 6.34 uV

Clock tree
  • CTS resizes: 0
  • Hold_buf cts: 0
  • Setup bufs post-CTS: 0

Flow run
  • Log Warnings: 35
  • Maxcap violations: 0
metrics by stage:
step                      hold WS, ns  utilization [%]  total power [W]  cells  worst slack [ns]
after floorplan                 65.34                -         0.000264   6931             91.43
after global placement          66.42             27.3         0.000556  10400             85.71
after detailed placement        66.39             27.3         0.000549  10400             85.81
after CTS                       66.40             27.3         0.000553  10400             85.74
after global routing            66.44             27.3         0.000592  10400             85.24
final                           66.40             27.4         0.000561  10400             85.49
worst max-delay path: cells and delay by family:
| kind | cells | cell delay, ns |
|---|---|---|
| compound gates | 19 | 5.87 |
| buf+inv | 5 | 2.77 |
| simple gates | 6 | 1.60 |
| fa+ha+maj | 3 | 0.89 |
| xor+xnor | 2 | 0.56 |
| mux | 1 | 0.43 |
cells in the final DEF, fill, tap and decap left out, types with 9 or more instances in the layout:
cell type           n
clkdlybuf4s50_1  1024
nand2_1           989
a21oi_1           947
o21ai_0           709
nor2_1            634
ha_1              512
inv_1             423
nand4_1           283
a21o_1            279
xnor2_1           277
xor2_1            223
o21bai_1          180
nor3_1            130
o21a_1             98
o21ai_1            94
nand3_1            87
buf_4              86
a31oi_1            68
o31ai_1            52
nor4_1             48
a21boi_0           47
mux2_2             47
o211ai_1           41
a211oi_1           37
nand2b_1           37
and3_1             32
or2_2              32
nor2b_1            29
or3_1              27
o221ai_1           17
diode_2            15
a221oi_1           15
and2_1             14
and4_1             12
or4_1              12
a41oi_1            11
a31o_2             10
a211o_1             9
per-layer routing:
metal  vias up  GRT usage, %  share of wire (%)
li1      26800             -                  -
met1     27700          38.7                 41
met2      2823          49.0                 45
met3       553          6.55                7.7
met4        72          15.3                6.4
met5         -             0               0.14
kinds of logic after synthesis:
| kind of cell | Yosys count |
|---|---|
| AOI/OAI and AO/OA | 2724 |
| xor gates and xnor gates | 501 |
| muxes | 53 |
| and+or+nand+nor | 2399 |
| adders and majority gates | 514 |
| buffers and inverters | 740 |
worst paths after layout:
path / from / endpoint / slack [ns] / depth (start not counted)
max: a[0] / mod_add_res[35] / 85.49 / 36
min: p[0] / mod_add_res[0] / 66.40 / 4
final cells by class:
type                            instances  area, um2
Antenna cell                           15       37.5
Fill cell                           22500     145000
Inverter                              423       1590
Multi-Input combinational cell       6191      38600
Tap cell                             2656       3320
Timing Repair Buffer                 1111      10900
power groups by stage:
| stage | logic [W] | registers (W) | clock network, W |
|---|---|---|---|
| CTS | 0.000553 | 0 | 0 |
| global route | 0.000592 | 0 | 0.00000000000505 |
No activity file was given, so power comes from the tool's default toggle rates.
